==> ./run.sh <==
#!/bin/bash
# OpenROAD 26Q1-2900-gdf79404cd8, Yosys 0.63+post, stock flow scripts
make -C /OpenROAD-flow-scripts/flow DESIGN_CONFIG=/design/flow/config.mk WORK_HOME=/design/flow/orfs finish
==> ./config.mk <==
export PLATFORM = sky130hd
export DESIGN_NAME = i2c_master_ina219
export DESIGN_NICKNAME = i2c_master_ina219
export VERILOG_FILES = /design/flow/design.v
export SDC_FILE = /design/flow/constraint.sdc
export NUM_CORES = 4
export LEC_CHECK = 1
export CORE_UTILIZATION = 40
==> ./constraint.sdc <==
current_design i2c_master_ina219

set clk_period 5.3
set clk_io_pct 0.2

create_clock -name clk0 -period $clk_period [get_ports {clk}]

set non_clock_inputs [all_inputs -no_clocks]
set_input_delay [expr $clk_period * $clk_io_pct] -clock clk0 $non_clock_inputs
set_output_delay [expr $clk_period * $clk_io_pct] -clock clk0 [all_outputs]
==> ./design.v <==
module i2c_master_ina219 #(
  parameter int CLK_HZ = 50_000_000,    
  parameter int I2C_CLK = 100_000       
)(
  input  logic        clk,                  
  input  logic        reset_n,              
  input  logic        enable,               
  input  logic        start_transaction,    
  input  logic        rw,                   
  input logic [7:0]  reg_pointer,          
  input logic [15:0] write_data,           
  output logic [15:0] read_data,            
  output logic        busy,                 
  output logic        ack_error,            
  output logic        transaction_done,     
  inout  wire         sda,                  
  inout  wire         scl                   
);
  logic sda_ena_n;                     
  logic frame;                         
  logic [7:0] addr_rw;                 
  assign addr_rw = {7'b1000000, rw};
  int unsigned bit_cnt;               
  localparam int divider = (CLK_HZ / I2C_CLK);
  int unsigned count;
  logic scl_ena_n, data_pulse, prev_data_pulse;
  assign sda = (sda_ena_n == 1'b0) ? 1'b0 : 1'bz;
  assign scl = (scl_ena_n == 1'b0) ? data_pulse : 1'b1;
  always_ff @(posedge clk or negedge reset_n) begin
    if (!reset_n) begin
      count           <= 0;
      data_pulse      <= 1;
      prev_data_pulse <= 1;
    end else if (enable) begin
      prev_data_pulse <= data_pulse;
      if (start_transaction) begin
        count      <= 0;
        data_pulse <= 1;
      end else if (count == divider - 1) begin
        count      <= 0;
        data_pulse <= 1;
      end else if (count > (divider / 2) - 1) begin
        data_pulse <= 0;
        count      <= count + 1;
      end else begin
        data_pulse <= 1;
        count      <= count + 1;
      end
    end else begin
      count           <= 0;
      data_pulse      <= 1;
      prev_data_pulse <= 1;
    end
  end
  typedef enum logic [3:0] {
    READY,
    START,
    COMMAND,
    SLV_ACK1,
    RD,
    WR,
    WR_REGISTER,
    SLV_ACK2,
    MSTR_ACK,
    STOP,
    END_TRANSACTION
  } state_t;
  state_t state;
  always_ff @(posedge clk or negedge reset_n) begin
    if (!reset_n) begin
      state            <= READY;
      busy             <= 1'b0;
      frame            <= 1'b0;
      scl_ena_n        <= 1'b1;
      sda_ena_n        <= 1'b1;
      bit_cnt          <= 7;
      transaction_done <= 1'b0;
      ack_error        <= 1'b0;
      read_data        <= 16'd0;
    end else begin
      transaction_done <= 1'b0;
      case (state)
        READY: begin
          busy      <= 1'b0;
          frame     <= 1'b0;
          scl_ena_n <= 1'b1;
          sda_ena_n <= 1'b1;
          bit_cnt <= 7;
          ack_error <= 1'b0;
          if (start_transaction) begin
            busy      <= 1'b1;
            scl_ena_n <= 1'b0;
            sda_ena_n <= 1'b0;   
            state     <= START;
          end
        end
        START: begin
          if (prev_data_pulse == 1'b1 && data_pulse == 1'b0) begin
            sda_ena_n <= addr_rw[bit_cnt];
            bit_cnt   <= bit_cnt - 1;
            state     <= COMMAND;
          end
        end
        COMMAND: begin
          if (prev_data_pulse == 1'b1 && data_pulse == 1'b0) begin
            sda_ena_n <= addr_rw[bit_cnt];
            if (bit_cnt == 0) begin
              state <= SLV_ACK1;
            end else begin
              bit_cnt <= bit_cnt - 1;
            end
          end
        end
        SLV_ACK1: begin
          if (prev_data_pulse == 1'b1 && data_pulse == 1'b0) begin
            sda_ena_n <= 1'b1;  
            frame <= 1'b0;
            if (rw) begin
              bit_cnt <= 15;
              state <= RD;
            end else begin
              bit_cnt <= 7;
              state <= WR;
            end
          end
        end
        WR: begin
          if (prev_data_pulse == 1'b0 && data_pulse == 1'b1) begin
            if (bit_cnt == 7) begin
              ack_error <= sda;
            end
          end else if (prev_data_pulse == 1'b1 && data_pulse == 1'b0) begin
            sda_ena_n <= reg_pointer[bit_cnt];
            if (bit_cnt == 0) begin
              unique case (reg_pointer)
                8'h00: begin
                  bit_cnt <= 15;
                end
                8'h05: begin
                  bit_cnt <= 15;
                end
                default: begin
                  bit_cnt <= 0;
                end
              endcase
              state <= SLV_ACK2;
            end else begin
              bit_cnt <= bit_cnt - 1;
            end
          end
        end
        WR_REGISTER: begin
          if (prev_data_pulse == 1'b1 && data_pulse == 1'b0) begin
            sda_ena_n <= write_data[bit_cnt];
            bit_cnt <= bit_cnt - 1;
            if (bit_cnt == 0 || bit_cnt == 8) begin
              state <= SLV_ACK2;
            end
          end
        end
        SLV_ACK2: begin
          if (prev_data_pulse == 1'b1 && data_pulse == 1'b0) begin
            sda_ena_n <= 1'b1;  
            if (bit_cnt == 7 || bit_cnt == 15) begin
              state <= WR_REGISTER;
            end else begin
              state <= STOP;
            end
          end
        end
        RD: begin
          if (prev_data_pulse == 1'b0 && data_pulse == 1'b1) begin
            if (bit_cnt == 15 || bit_cnt == 7) begin
              ack_error <= sda;
            end else begin
              read_data <= {read_data[14:0], sda};
            end
          end else if (prev_data_pulse == 1'b1 && data_pulse == 1'b0) begin
            sda_ena_n <= 1'b1;  
            bit_cnt   <= bit_cnt - 1;
            if (bit_cnt == 0 || bit_cnt == 8) begin
              state <= MSTR_ACK;
            end
          end
        end
        MSTR_ACK: begin
          if (prev_data_pulse == 1'b0 && data_pulse == 1'b1) begin
            read_data <= {read_data[14:0], sda};
          end else if (prev_data_pulse == 1'b1 && data_pulse == 1'b0) begin
            sda_ena_n <= 1'b0;
            if (bit_cnt == 7) begin
              frame <= 1'b1;
              state <= RD;
            end else begin
              frame <= 1'b0;
              state <= STOP;
            end
          end
        end
        STOP: begin
          if (prev_data_pulse == 1'b1 && data_pulse == 1'b0) begin   
            sda_ena_n <= 1'b0;
            state <= END_TRANSACTION;
          end else if (data_pulse == 1'b1) begin
            scl_ena_n <= 1'b1;  
          end
        end
        END_TRANSACTION: begin
          sda_ena_n        <= 1'b1;
          transaction_done <= 1'b1;
          state            <= READY;
        end
        default: state <= READY;
      endcase
    end
  end
endmodule
==> flow_metrics.env <==
# yosys + openroad results
export IMPL_outcome="aborted with a tool error"
export IMPL_stop_stage="4_1_cts"
export IMPL_tool_error="[error] [KeplerFormal.cpp:679] Workflow failed: Iso has multiple drivers: .scl0, _606_.X0"
export IMPL_io_buffer_count=14
export IMPL_synth_cell_area_um2=4570
export IMPL_topCellsByArea="dfrtp_1, xor2_1, nor2_1, dfstp_2, buf_4"
export IMPL_clock_path_buffers=2
export IMPL_ys_seq_share_pct=44.0
export IMPL_ys_flop_type="dfrtp_1"
export IMPL_ys_area_um2=4570
export IMPL_dp_hpwl_mm=6.00
export IMPL_placed_cells=628
export IMPL_ys_cells=489
export IMPL_yosysWarningCount=2
export IMPL_row_count=38
export IMPL_edf_count=0
export IMPL_floorplan_core_util_pct=41.6
export IMPL_cts_inserted_buffers=9
export IMPL_synthCells=489
export IMPL_die_h_um=109
export IMPL_die_x_um=109
export IMPL_ios=50
export IMPL_cts_num_sinks=80
export IMPL_ys_types=64
export IMPL_post_cts_buffers=0
export IMPL_async_reset_ff_share_pct=100
export IMPL_root_buffer="clkbuf_16"
export IMPL_place_ws_ps=2510
export IMPL_synth_top_cell_area_share_pct=40.0
export IMPL_gp_congestion=0.815
export IMPL_hold_buffers=0
export IMPL_syn_mean_instance_area_um2=9.35
export IMPL_htreeDepth=3
export IMPL_top_area_cell="dfrtp_1"
export IMPL_numSynthFlops=80
export IMPL_cts_resized=0
[cell usage after synthesis, types with 3 or more instances]
master,number
nor4b_1,3
a21oi_1,5
xnor2_1,11
and4_1,8
o21ai_0,21
nand3_1,22
or3_1,8
ha_1,9
and2_1,5
nor3_1,18
buf_2,4
nor2_1,83
a22o_1,6
nor4_1,11
o211ai_1,3
buf_6,3
clkbuf_1,9
nand2b_1,3
dfstp_2,7
nand4b_1,3
dfrtp_1,73
inv_1,17
and3_1,7
xor2_1,37
nand4_1,18
nand2_1,25
a22oi_1,3
buf_4,18
a21o_1,3
[kinds of logic after synthesis]
group / after synthesis / synth area share [%]
multiplexers: 1 / 0.246
XOR/XNOR: 48 / 9.20
AND/OR/NAND/NOR: 241 / 29.2
other: 1 / 0.0820
adder cells (fa/ha/maj): 9 / 2.46
buffers and inverters: 51 / 6.27
flip-flops: 80 / 44.0
AND-OR/OR-AND: 58 / 8.54
[metrics by stage]
stage               cell area [um2]  total power (W)  hold WS [ps]  util, %
global placement               4740         0.000655           378     43.2
detailed placement             4740         0.000655           372     43.2
floorplan                      4640         0.000640           355        -
Power is estimated from default activity; no workload was simulated.
